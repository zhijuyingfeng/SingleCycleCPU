--- run.sh ---
#!/bin/bash
# OpenROAD 26Q1-2900-gdf79404cd8, Yosys 0.63+post, stock flow scripts
make -C /OpenROAD-flow-scripts/flow DESIGN_CONFIG=/design/flow/config.mk WORK_HOME=/design/flow/orfs finish
--- config.mk ---
export PLATFORM = sky130hd
export DESIGN_NAME = Two2One2
export DESIGN_NICKNAME = Two2One2
export VERILOG_FILES = /design/flow/design.v
export SDC_FILE = /design/flow/constraint.sdc
export NUM_CORES = 4
export LEC_CHECK = 1
export CORE_UTILIZATION = 40
--- constraint.sdc ---
current_design Two2One2

set clk_period 10.5
set clk_io_pct 0.2

create_clock -name clk0 -period $clk_period

set non_clock_inputs [all_inputs -no_clocks]
set_input_delay [expr $clk_period * $clk_io_pct] -clock clk0 $non_clock_inputs
set_output_delay [expr $clk_period * $clk_io_pct] -clock clk0 [all_outputs]
--- design.v ---
`timescale 1ns / 1ps
module Two2One2(
    input PCSrc,
    input signed[31:0] PC,
    input signed[31:0] Imme,
    output reg signed[31:0]PC_new
    );
    reg signed [31:0]Temp;
    always@(PCSrc or PC or Imme)
    begin
        if(PCSrc==0)
        begin
            PC_new=PC+4;
        end
        else
        begin
            PC_new=PC+(Imme<<2)+4;
        end
    end
endmodule
==> PnR_summary.wiki <==
== Implementation results ==
{| class="wikitable"
! Metric !! Value
|-
| Number of global-route vias before repair || between 2000 and 3000
|-
| Utilization after layout || 0.543
|-
| Top cells by instance count after synthesis || sky130_fd_sc_hd__ha_1, sky130_fd_sc_hd__a21oi_1, sky130_fd_sc_hd__nand2_1
|-
| Area enclosed by the die boundary || between 0.007 and 0.008 mm2
|-
| Top-Level Pins || roughly 97
|-
| Initial core utilization || 0.412
|-
| Xor/xnor share || 0.148
|-
| Reported max-cap violation count || 0
|-
| Number of gates given a new drive strength after cts || 0
|-
| Max Fclk || 123 MHz
|-
| Final cell area excluding filler cells || 0.00367 mm2
|-
| Largest voltage drop on the vdd net || about 0.000025 V
|-
| Type of the most critical hold path || primary input to output port
|-
| Core Rows || 30
|-
| RSZ-0062 raised after global routing || no
|-
| Sequential cell area fraction in the yosys report || 0
|-
| Final weighted congestion of routability-driven global placement || between 0.8 and 0.9
|-
| Height of the chip || roughly 85 um
|-
| Slack of the critical path || about 2.3 ns
|-
| FF+latch count || 0
|-
| Max-area cell share || 0.261
|-
| Combinational family with the most area after synthesis || AND-OR/OR-AND gates
|-
| Nature of the critical path startpoint || primary input
|-
| Required time of the worst setup path || ~8.4 ns
|-
| Number of fillers in the final layout || around 660
|-
| Total negative setup slack || 0 ns
|-
| Max-slew headroom || 0.586
|-
| Tally of OpenROAD warnings || 34
|-
| Clock buf count || 0
|-
| WP buf/inv || 4
|-
| Power density cells || a little over 60 mW/mm2
|-
| Total leakage power || approximately 1.6 nW
|-
| Adder-cell share of the synthesized area || 0.268
|-
| Simple Share, Synth || 0.230
|-
| Top delay family on crit path || AND-OR/OR-AND gates
|-
| All-layer global routing usage || 0.208
|-
| Ratio of cells with drive above 1 in the final layout || 0.0368
|-
| Final number of setup-violating endpoints || 0
|-
| Count of vias placed by the detailed router || between 2000 and 3000
|-
| Final Max Tran Viols || 0
|-
| Die Wd || between 80 and 90 um
|-
| Hpwl dp || 6.35 mm
|-
| Result of the run || complete, no violations
|-
| Count of buffers inserted at the top-level ports || ~90
|-
| Worst slew pin tran || approximately 0.62 ns
|-
| Portion of the clock cycle consumed by the worst path in the final layout || 0.777
|-
| Average wire per cell in the routed design || 13.8 um
|-
| Top cells by area, synth || sky130_fd_sc_hd__ha_1, sky130_fd_sc_hd__xor2_1, sky130_fd_sc_hd__a21oi_1
|-
| Compound-gate portion of the synthesized area || 0.268
|-
| Synth Cell Area || 0.00278 mm2
|-
| DRC violations left || 0
|-
| Top cell type by total area after synthesis || sky130_fd_sc_hd__ha_1
|-
| Post-placement cell area || 0.00367 mm2
|-
| Pin count of the biggest net entering global routing || ~66
|-
| Multiplexer fraction of the synthesized cell area || 0.0229
|-
| Area taken by flip-flops and latches || 0 um2
|-
| Via density per instance || between 5 and 6
|-
| Wire length of the first global-routing pass || 12.4 mm
|-
| Syn Area/Cell || 7.21 um2
|-
| Ys cells || roughly 390
|-
| Dominant cell by count in the synthesized netlist || sky130_fd_sc_hd__ha_1
|-
| Critical Path End Type || output port
|-
| Routed wire length || approximately 7.5 mm
|-
| Area growth from synthesis to final layout || 31.8%
|-
| Number of distinct standard cells referenced by the synthesized netlist || between 50 and 60
|-
| Ys Warns || 1
|-
| CTS hold repair buffers || 0
|-
| N_diodes || 0
|-
| Router iterations before antenna repair || 4
|-
| CP Cell Sequence || clkdlybuf4s50_1 -> inv_1 -> ha_1 -> inv_1 -> ha_1 -> fa_1 -> a21oi_1 -> o211a_1 -> or4_4 -> a21oi_1 -> nor2_1 -> o21ai_0 -> o221ai_1 -> a211oi_1 -> clkdlybuf4s50_1
|-
| Slowest-stage cell, CP || sky130_fd_sc_hd__clkdlybuf4s50_1
|-
| Post-Synthesis Cells || approximately 390
|-
| Data arrival time of the critical path || roughly 6 ns
|-
| Max stage delay on crit path || a little under 0.6 ns
|-
| Crit path kind || primary input to output port
|-
| Worst setup slack before clock tree synthesis || approximately 2.3 ns
|-
| Core box area || approximately 0.0068 mm2
|-
| CP max FO || 6
|-
| Chip Area, Yosys || between 0.002 and 0.003 mm2
|-
| Gr ovfl total || 0
|-
| Hold Violations, Final || 0
|-
| Initial antenna violation count || 0
|-
| Post-CTS setup-driven buffer insertion count || 0
|-
| Final critical delay including setup and external delays || 8.15 ns
|-
| DR iter-0 viols || roughly 120
|-
| Residual antenna-violating net count after detailed routing || 0
|}
## layout make-up
type	instances	area, um2	share of cell area
multi-input combinational	357	2610	0.711
timing repair buffer	92	913	0.249
tap	80	100	0.0273
inverter	13	48.8	0.0133
## final timing paths
path	startpoint	endpoint	depth (start not counted)
max	PC[2]	PC_new[27]	15
min	PC[0]	PC_new[0]	0
## placed cells by master, fill, tap and decap left out, types with 3 or more instances in the layout
cell,n
sky130_fd_sc_hd__nand4_1,5
sky130_fd_sc_hd__o21bai_1,7
sky130_fd_sc_hd__a31o_2,3
sky130_fd_sc_hd__mux2i_1,3
sky130_fd_sc_hd__a31oi_1,4
sky130_fd_sc_hd__and4_1,3
sky130_fd_sc_hd__ha_1,58
sky130_fd_sc_hd__a211oi_1,5
sky130_fd_sc_hd__o21a_1,3
sky130_fd_sc_hd__o22ai_1,3
sky130_fd_sc_hd__a21oi_1,40
sky130_fd_sc_hd__and3_1,9
sky130_fd_sc_hd__o21ai_0,24
sky130_fd_sc_hd__nor2_1,30
sky130_fd_sc_hd__inv_1,13
sky130_fd_sc_hd__and2_1,3
sky130_fd_sc_hd__nor3_1,3
sky130_fd_sc_hd__xnor2_1,17
sky130_fd_sc_hd__nand3_1,22
sky130_fd_sc_hd__nand2b_1,3
sky130_fd_sc_hd__mux2_2,3
sky130_fd_sc_hd__nand2_1,36
sky130_fd_sc_hd__a21o_1,10
sky130_fd_sc_hd__xor2_1,30
sky130_fd_sc_hd__or2_2,4
sky130_fd_sc_hd__clkdlybuf4s50_1,90
## routing by layer
metal | track usage | wire length, um
met2 | 0.335 | 3300
met3 | 0.0217 | 367
met1 | 0.319 | 3780
met5 | 0 | 0
met4 | 0.00152 | 0
## through the flow
step,hold slack (ns),std cells,power [mW]
final,4.20,542,0.226
after global routing,4.20,542,0.253
after detailed placement,4.20,542,0.225
after floorplan,4.22,386,0.139
after global placement,4.20,542,0.226
after CTS,4.20,542,0.227
## power by group
group          leakage, nW  internal, mW  total (mW)  switching (mW)
Combinational         1.60         0.121       0.226           0.105
Sequential               0             0           0               0
Clock                    0             0           0               0
## cells by family after synthesis
kind of cell / after synthesis
buffers and inverters: 29
XOR/XNOR: 47
multiplexers: 6
adder cells (fa/ha/maj): 59
AND-OR/OR-AND: 116
AND/OR/NAND/NOR: 129
Power and IR drop assume default switching activity.
